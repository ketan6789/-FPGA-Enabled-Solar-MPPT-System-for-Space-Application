<file path="flow/run.sh">
#!/bin/bash
# OpenROAD 26Q1-2900-gdf79404cd8, Yosys 0.63+post, stock flow scripts
make -C /OpenROAD-flow-scripts/flow DESIGN_CONFIG=/design/flow/config.mk WORK_HOME=/design/flow/orfs finish
</file>
<file path="flow/config.mk">
export PLATFORM = sky130hd
export DESIGN_NAME = pwm_1hz_50
export DESIGN_NICKNAME = pwm_1hz_50
export VERILOG_FILES = /design/flow/design.v
export SDC_FILE = /design/flow/constraint.sdc
export NUM_CORES = 4
export LEC_CHECK = 1
export CORE_AREA = 10 10 83 83
export DIE_AREA = 0 0 93 93
</file>
<file path="flow/constraint.sdc">
current_design pwm_1hz_50

set clk_period 1.8
set clk_io_pct 0.2

create_clock -name clk0 -period $clk_period [get_ports {clk}]

set non_clock_inputs [all_inputs -no_clocks]
set_input_delay [expr $clk_period * $clk_io_pct] -clock clk0 $non_clock_inputs
set_output_delay [expr $clk_period * $clk_io_pct] -clock clk0 [all_outputs]
</file>
<file path="flow/design.v">
module pwm_1hz_50 (
    input clk,           
    input reset_n,       
    output reg pwm_out   
);
    wire reset = ~reset_n;
    parameter PERIOD = 40;
    parameter HIGH_TIME = PERIOD / 2;
    reg [20:0] counter;  
    always @(posedge clk or posedge reset) begin
        if (reset) begin
            counter <= 0;         
            pwm_out <= 1'b0;      
        end else begin
            if (counter < PERIOD - 1)
                counter <= counter + 1;  
            else
                counter <= 0;            
            if (counter < HIGH_TIME)
                pwm_out <= 1'b1;         
            else
                pwm_out <= 1'b0;         
        end 
    end
endmodule
</file>
==> Slide: Implementation Results <==
Run Summary

Status
  – Status: finished clean

Final timing
  – TNS Setup: 0 ns
  – Fin crit period: 1.58 ns
  – Hold Fails Final Rpt: 0
  – Fmax: 633 MHz
  – Slew Viols, Final: 0
  – Final setup fails: 0
  – Unrepaired setup endpoints after global routing: false
  – Max Clock Skew: 0.00142 ns
  – Final worst-path cycle share: 0.877

Die
  – Placeable core area: 0.00514 mm²
  – FP Core Util: 0.144
  – IO Pins: 3
  – Row count: 26
  – Die outline width: 93 µm
  – Die footprint: 0.00865 mm²
  – Die height: 93 µm

Global routing
  – Number of global-route vias before repair: 407
  – GRT Total Usage: 0.0255
  – First-pass GRT wire length: 1810 µm
  – Largest net degree at the start of global routing: 23
  – Gr ovfl total: 0
  – Initial antenna violation count: 0

Worst setup path
  – Critical Path AT: 1.72 ns
  – CP endpoint kind: flop
  – Required time worst endpoint: 1.94 ns
  – Startpoint types: flop
  – CP Class: reg2reg
  – Worst-path fanout max: 7

Synthesis
  – Synth top area cells: dfrtp_1 74%, nor4_1 3.4%, nand3_1 2.7%, xor2_1 2.4%, a2111oi_2 2.0%
  – Cells after Synth: 49
  – Count leader, synth: dfrtp_1
  – Yosys reg bits: 22
  – Dominant flop cell: dfrtp_1
  – Post-synth EDFFs: 0
  – Synth top area share: 0.742
  – Mapped Area: 742 µm²
  – Area reported by Yosys stat: 742 µm²
  – Yosys top cell by area: dfrtp_1
  – Yosys warning count: 1
  – Synth cell count leaders: 22 x dfrtp_1, 4 x nand3_1, 4 x nor4_1
  – Distinct cell type count after synthesis: 18
  – # Cells Yosys: 49
  – Syn Area/Cell: 15.1 µm²
  – Synth async-reset ratio: 1.00
  – Seq share, synth: 0.742

Cells and area
  – Post-Layout Cell Count: 140
  – Area growth from synthesis to layout: 32.2%
  – Filler cell count: 575
  – Share of cells above drive strength 1: 0.114

CTS
  – Late-Pin Clk Latency: 0.26 ns
  – Clk pin slew, worst setup/hold paths: 0.07 ns
  – # H-tree levels: 1
  – Hold buffer count at CTS: 0
  – Post-CTS setup buffers: 0
  – CTS sink count: 22
  – Clock root cell: clkbuf_8
  – Total CTS buffers: 3
  – CTS tree: built
  – Clk buf depth: 2
  – CTS resizes: 0

Placement
  – I/O Buffers: 2
  – RePlAce Congestion: 0.718
  – Placed cells: 136

Detailed routing
  – WL/cell: 7.54 µm
  – Via count: 430
  – Vias/cell: 3.07
  – Number of remaining DRC errors: 0
  – Routed Antenna Nets: 0
  – Drt pass-1 iters: 4
  – DRT iter0 DRCs: 55
  – Antenna diodes: 0
  – WL final: 1060 µm

Flow run
  – Max-cap violations: 0
  – Tool warnings: 25

Power
  – Power per cell area: 998 mW/mm²
  – Pleak: 0.401 nW
  – Worst VDD drop: 0.581 mV

Hold path
  – Hold Path Class: in2async
==> report_power, final <==
group          switching, mW  leakage (nW)  internal [mW]
sequential           0.00409         0.273          0.511
combinational         0.0154        0.0924        0.00515
clock                  0.147        0.0357          0.297
total                  0.166         0.401          0.813
==> worst paths after layout <==
| path | startpoint | to | slack [ns] | depth (start not counted) |
|---|---|---|---|---|
| min reg2reg | counter[0] | counter[0] | 0.56 | 1 |
| max in group asynchronous | reset_n | counter[7] | 1.15 | 2 |
| max reg2reg | counter[9] | pwm_out | 0.22 | 3 |
| max | counter[9] | pwm_out | 0.22 | 3 |
| min in group clk0 | counter[0] | counter[0] | 0.56 | 1 |
| min | reset_n | counter[12] | 0.44 | 2 |
==> routing by layer <==
metal / vias up / global-route usage / share of wire
met3: 2 / 0.0129 / 0.077
met1: 208 / 0.0334 / 0.46
met4: 0 / 0.00386 / 0.0095
li1: 207 / - / -
met2: 13 / 0.0380 / 0.45
met5: - / 0 / 0
==> per-stage QoR <==
step | utilization | hold slack, ns | area [µm²] | setup WS, ns | power (mW)
after floorplan | - | 0.0644 | 795 | 0.523 | 0.531
after global placement | 0.177 | 0.518 | 910 | 0.340 | 0.544
after detailed placement | 0.177 | 0.530 | 910 | 0.268 | 0.546
after CTS | 0.191 | 0.443 | 981 | 0.225 | 0.992
after global routing | 0.191 | 0.460 | 981 | 0.0537 | 1.01
final | 0.191 | 0.440 | 981 | 0.221 | 0.979
==> kinds of logic (layout without fill, tap and decap cells) <==
logic type,Yosys count,count (layout),synth area share
and+or+nand+nor,15,15,0.121
adders and majority gates,1,1,0.0169
xor gates and xnor gates,3,3,0.0354
buffers and inverters,1,8,0.00505
DFF,22,22,0.742
other,1,15,0.00505
AOI/OAI and AO/OA,6,6,0.0742
==> worst max-delay path: stages, from the launching register on <==
cell and delay [ns]:
dfrtp_1 0.36, nor4_1 0.40, nand3_1 0.33, nor4b_1 0.37
==> state kept, by name, summed over array words and instances (netlist names) <==
signal and cells:
counter 21, pwm_out 1
==> cell usage in the layout (no fill, tap or decap) <==
cell type	instances
nor3_2	1
nor4_1	4
clkdlybuf4s50_1	2
xnor2_1	1
a211oi_2	1
nand3_1	4
a21o_1	1
conb_1	15
xor2_1	2
o21ai_0	2
a311o_1	1
or3_1	2
clkbuf_8	3
bufinv_16	1
nor3_1	2
dfrtp_1	22
nand2_1	1
inv_1	1
nor4b_1	1
buf_4	1
a2111oi_2	1
ha_1	1
==> layout make-up <==
cell class	instances	area, µm²	share of cell area
sequential	22	551	0.561
multi-input combinational	40	240	0.245
tap	70	87.6	0.0893
clock buffer	3	41.3	0.0421
clock inverter	1	30.0	0.0306
timing repair buffer	3	27.5	0.0281
inverter	1	3.75	0.00383
No activity file was given, so power comes from the tool's default toggle rates.
