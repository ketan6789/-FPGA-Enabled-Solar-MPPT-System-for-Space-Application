File: ./run.sh
#!/bin/bash
# OpenROAD 26Q1-2900-gdf79404cd8, Yosys 0.63+post, stock flow scripts
make -C /OpenROAD-flow-scripts/flow DESIGN_CONFIG=/design/flow/config.mk WORK_HOME=/design/flow/orfs finish
File: ./config.mk
export PLATFORM = sky130hd
export DESIGN_NAME = ads1115_fsm
export DESIGN_NICKNAME = ads1115_fsm
export VERILOG_FILES = /design/flow/design.v
export SDC_FILE = /design/flow/constraint.sdc
export NUM_CORES = 4
export LEC_CHECK = 1
export CORE_UTILIZATION = 30
File: ./constraint.sdc
current_design ads1115_fsm

set clk_period 3.1
set clk_io_pct 0.2

create_clock -name clk0 -period $clk_period [get_ports {clk}]

set non_clock_inputs [all_inputs -no_clocks]
set_input_delay [expr $clk_period * $clk_io_pct] -clock clk0 $non_clock_inputs
set_output_delay [expr $clk_period * $clk_io_pct] -clock clk0 [all_outputs]
File: ./design.v
module ads1115_fsm (
    input clk,
    input rst_n,
    input start,
    input [7:0] prdata,
    output reg [8:0] paddr,
    output reg [7:0] pwdata,
    output reg pwrite,
    output reg penable,
    output reg psel
);
typedef enum logic [6:0] {
    IDLE, SET_CTRL, WAIT_CTRL, LOAD_STA, SEND_STA, CHECK_STA, CTRL_SI_CLEAR_STA, CTRL_SI_CLEAR_NACK_STA,
    SEND_SLA_W, WAIT_SLA_W_ACK, LOAD_STA_SLAW, SEND_STA_SLAW, CHECK_STA_SLAW, CTRL_SI_CLEAR_SLAW_ACK, 
    CTRL_SI_CLEAR_SLAW_NACK,LOAD_REG_PTR, SEND_REG_PTR, LOAD_STA_REG, SEND_STA_REG, CHECK_STA_REG,  
    CTRL_SI_CLEAR_REG_ACK, CTRL_SI_CLEAR_REG_NACK,LOAD_CFG_MSB, SEND_CFG_MSB, LOAD_STA_MSB, SEND_STA_MSB, 
    CHECK_STA_MSB, CTRL_SI_CLEAR_MSB_ACK, CTRL_SI_CLEAR_MSB_NACK,LOAD_CFG_LSB, SEND_CFG_LSB, LOAD_STA_LSB, 
    SEND_STA_LSB, CHECK_STA_LSB, CTRL_SI_CLEAR_LSB_ACK, CTRL_SI_CLEAR_LSB_NACK,LOAD_STOP, SEND_STOP
} state_t;
    state_t state = IDLE;
    localparam SLAVE_ADDR_W  = 8'b10010000;  
    localparam REG_POINTER   = 8'b00000001;  
    localparam CONFIG_MSB    = 8'b01000010;
    localparam CONFIG_LSB    = 8'b11100011;
    always @(posedge clk or negedge rst_n) begin
        if (!rst_n) begin
            state   <= IDLE;
            paddr   <= 9'd0;
            pwdata  <= 8'd0;
            pwrite  <= 1'b0;
            psel    <= 1'b0;
            penable <= 1'b0;
        end else begin
            case (state)
                IDLE: begin
                    psel <= 0;
                    penable <= 0;
                    state <= SET_CTRL;
                end
                SET_CTRL: begin
                    paddr   <= 9'h000;  
                    pwdata  <= 8'b11100000;  
                    pwrite  <= 1;
                    psel    <= 1;
                    penable <= 0;
                    state   <= WAIT_CTRL;
                end
                WAIT_CTRL: begin
                    penable <= 1;
                    state <= LOAD_STA;
                end
                LOAD_STA: begin
                    paddr <= 9'h004;  
                    pwrite <= 0;
                    psel <= 1;
                    penable <= 0;
                    state <= SEND_STA;
                end
                SEND_STA: begin
                    penable <= 1;
                    state <= CHECK_STA;
                end
                CHECK_STA : begin
                    if(prdata == 8'h08) begin        
                        paddr <= 9'h000;  
                        pwdata <= 8'b11001000;  
                        pwrite <= 1;
                        psel <= 1;
                        penable <= 0;
                        state <= CTRL_SI_CLEAR_STA;
                    end 
                    else begin                         
                        paddr <= 9'h000;   
                        pwdata <= 8'b11001000;   
                        pwrite <= 1;
                        psel <= 1;
                        penable <=0;
                        state <= CTRL_SI_CLEAR_NACK_STA;      
                    end
                end
                CTRL_SI_CLEAR_NACK_STA: begin        
                    penable <= 1;
                    state <= SET_CTRL;               
                end
                CTRL_SI_CLEAR_STA: begin             
                    penable <= 1;
                    state <= SEND_SLA_W;
                end
                SEND_SLA_W: begin
                    paddr   <= 9'h008;  
                    pwdata  <= SLAVE_ADDR_W;
                    pwrite  <= 1;
                    psel    <= 1;
                    penable <= 0;
                    state   <= WAIT_SLA_W_ACK;
                end
                WAIT_SLA_W_ACK: begin
                    penable <= 1;
                    state <= LOAD_STA_SLAW;
                end
                LOAD_STA_SLAW: begin
                    paddr <= 9'h004;  
                    pwrite <= 0;
                    psel <= 1;
                    penable <= 0;
                    state <= SEND_STA_SLAW;
                end
                SEND_STA_SLAW: begin
                    penable <= 1;
                    state <= CHECK_STA_SLAW;
                end
                CHECK_STA_SLAW: begin
                    if (prdata == 8'h18) begin          
                        paddr <= 9'h000;  
                        pwdata <= 8'b11001000;  
                        pwrite <= 1;
                        psel <= 1;
                        penable <= 0;
                        state <= CTRL_SI_CLEAR_SLAW_ACK;
                    end
                    else if (prdata == 8'h20) begin      
                        paddr <= 9'h000;  
                        pwdata <= 8'b11001000;  
                        pwrite <= 1;
                        psel <= 1;
                        penable <= 0;
                        state <= CTRL_SI_CLEAR_SLAW_NACK;     
                    end
                end
                CTRL_SI_CLEAR_SLAW_NACK: begin          
                    penable <= 1;
                    state <= SEND_SLA_W;                
                end
                CTRL_SI_CLEAR_SLAW_ACK: begin         
                    penable <= 1;
                    state <= LOAD_REG_PTR;
                end
                LOAD_REG_PTR: begin
                    paddr   <= 9'h008;   
                    pwdata  <= REG_POINTER;
                    pwrite  <= 1;
                    psel    <= 1;
                    penable <= 0;
                    state   <= SEND_REG_PTR;
                end
                SEND_REG_PTR: begin
                    penable <= 1;
                    state <= LOAD_STA_REG;
                end
                LOAD_STA_REG: begin
                    paddr <= 9'h004;  
                    pwrite <= 0;
                    psel <= 1;
                    penable <= 0;
                    state <= SEND_STA_REG;
                end
                SEND_STA_REG: begin
                    penable <= 1;
                    state <= CHECK_STA_REG;
                end
                CHECK_STA_REG: begin
                    if (prdata == 8'h28) begin    
                        paddr <= 9'h000;  
                        pwdata <= 8'b11001000;  
                        pwrite <= 1;
                        psel <= 1;
                        penable <= 0;
                        state <= CTRL_SI_CLEAR_REG_ACK;
                        end
                    else if (prdata == 8'h30) begin
                        paddr <= 9'h000;  
                        pwdata <= 8'b11001000;  
                        pwrite <= 1;
                        psel <= 1;
                        penable <= 0;
                        state <=  CTRL_SI_CLEAR_REG_NACK;      
                        end
                    end
                CTRL_SI_CLEAR_REG_ACK: begin
                    penable <= 1;
                    state <= LOAD_CFG_MSB;
                end
                CTRL_SI_CLEAR_REG_NACK: begin
                    penable <= 1;
                    state <= LOAD_REG_PTR;   
                end
                LOAD_CFG_MSB: begin
                    paddr   <= 9'h008;   
                    pwdata  <= CONFIG_MSB;
                    pwrite  <= 1;
                    psel    <= 1;
                    penable <= 0;
                    state   <= SEND_CFG_MSB;
                end
                SEND_CFG_MSB: begin
                    penable <= 1;
                    state <= LOAD_STA_MSB;
                end
                LOAD_STA_MSB: begin
                    paddr <= 9'h004;  
                    pwrite <= 0;
                    psel <= 1;
                    penable <= 0;
                    state <= SEND_STA_MSB;
                end
                SEND_STA_MSB: begin
                    penable <= 1;
                    state <= CHECK_STA_MSB;
                end
                CHECK_STA_MSB: begin
                    if (prdata == 8'h28) begin    
                        paddr <= 9'h000;  
                        pwdata <= 8'b11001000;  
                        pwrite <= 1;
                        psel <= 1;
                        penable <= 0;
                        state <= CTRL_SI_CLEAR_MSB_ACK;
                    end
                    else if (prdata == 8'h30) begin
                        paddr <= 9'h000;  
                        pwdata <= 8'b11001000;  
                        pwrite <= 1;
                        psel <= 1;
                        penable <= 0;
                        state <=  CTRL_SI_CLEAR_MSB_NACK;       
                    end
                end
                CTRL_SI_CLEAR_MSB_ACK: begin
                    penable <= 1;
                    state <= LOAD_CFG_LSB;
                end
                CTRL_SI_CLEAR_MSB_NACK: begin
                    penable <= 1;
                    state <= LOAD_CFG_MSB;   
                end
                LOAD_CFG_LSB: begin
                    paddr   <= 9'h008;   
                    pwdata  <= CONFIG_LSB;
                    pwrite  <= 1;
                    psel    <= 1;
                    penable <= 0;
                    state   <= SEND_CFG_LSB;
                end
                SEND_CFG_LSB: begin
                    penable <= 1;
                    state <= LOAD_STA_LSB;
                end
                LOAD_STA_LSB: begin
                    paddr <= 9'h004;  
                    pwrite <= 0;
                    psel <= 1;
                    penable <= 0;
                    state <= SEND_STA_LSB;
                end
                SEND_STA_LSB: begin
                    penable <= 1;
                    state <= CHECK_STA_LSB;
                end
                CHECK_STA_LSB: begin
                    if (prdata == 8'h28) begin    
                        paddr <= 9'h000;  
                        pwdata <= 8'b11001000;  
                        pwrite <= 1;
                        psel <= 1;
                        penable <= 0;
                        state <= CTRL_SI_CLEAR_LSB_ACK;
                    end
                    else if (prdata == 8'h30) begin
                        paddr <= 9'h000;  
                        pwdata <= 8'b11001000;  
                        pwrite <= 1;
                        psel <= 1;
                        penable <= 0;
                        state <=  CTRL_SI_CLEAR_LSB_NACK;         
                    end
                end
                CTRL_SI_CLEAR_LSB_ACK: begin
                    penable <= 1;
                    state <= LOAD_STOP;
                end
                CTRL_SI_CLEAR_LSB_NACK: begin
                    penable <= 1;
                    state <= LOAD_CFG_LSB;   
                end
                LOAD_STOP: begin
                    paddr   <= 9'h000;   
                    pwdata  <= 8'b11010000; 
                    pwrite  <= 1;
                    psel    <= 1;
                    penable <= 0;
                    state <= SEND_STOP;
                end
                SEND_STOP: begin
                    penable <= 1;
                    state <= IDLE;
                end
            endcase
        end
    end
endmodule
==> impl_metrics.tcl <==
# place-and-route summary
set metrics [dict create \
    status "completed" \
    post_cts_buffers 0 \
    clk_pin_slew_ns 0.08 \
    routedWlPerCell_um 15.6 \
    p_clk_share_pct 8.0 \
    tns_ns 0 \
    drt_wl_total_um 5010 \
    clock-sinks 18 \
    crit_path_max_fanout 14 \
    crit_required_ns 3.24 \
    min_path_type "flop to flop" \
    grt_setup_unrepaired "no" \
    fmax_ghz 0.392 \
    syn-cell-area_um2 1900 \
    switching_share_pct 49.0 \
    pre_cts_slack_ns 0.332 \
    drc_errors 0 \
    p_comb_share_pct 74.8 \
    postSynthSeqShare_pct 23.7 \
    ys_warn_count 1 \
    crit-reg2reg-launch "state[1]" \
    ys_area_um2 1900 \
    cts_resized 0 \
    grt_max_degree 36 \
    power.density_nw_per_um2 1130 \
    edf_count 0 \
    setup_violations 0 \
    r2r-end "pwdata[3]" \
    grt_pass1_wl_um 8230 \
    finalCritPeriodShare_pct 82.4 \
    relSlewSlack_pct 53.3 \
    crit_arrival_ns 2.69 \
    maxCapViolCount 0 \
    vias_per_cell 5.78 \
    fp_util_pct 31.5 \
    antenna_found_initial 0 \
    power_leakage_nw 0.820 \
    yosys-top-cells-area "dfrtp_1, buf_4, nand2_1" \
    ys_sh_aoi_pct 31.7 \
    synthDistinctLibCells 69 \
    postSynthAreaPerCell_um2 8.15 \
    seq_power_share_pct 17.2 \
    whs_endpoint "pwrite" \
    cts_buffer_depth 2 \
    row_count 28 \
    vias 1848 \
    fp.dieW_um 81.5 \
    skew_ns 0.00884 \
    top_cell_area_share_pct 23.7 \
    hpwl_um 3450 \
    flop_cell "dfrtp_1" \
    htreeDepth 1 \
    yosys.area_share.adder_pct 0 \
    power_mw 2.46 \
    io_pins 31 \
    ff2ff_path_depth 6 \
    slew_viol_final 0 \
    async_flop_share_pct 100 \
    p_switching_mw 1.20 \
    track_usage_pct 16.2 \
    ys_ff 18 \
    warnings 26 \
    io_buffers 21 \
    startpoint_type "flop" \
    rrSetupSlack_ns 0.55 \
    hold_path_depth 1 \
    drive_above_1_share_pct 13.9 \
    antenna_left 0 \
    ys_cells 233 \
    layout.cells.non_filler 320 \
    crit_path_end_kind "flop" \
    cts_root_buf "clkbuf_8" \
    worst_slack_ns 0.547 \
    synth_area_leader_cell "dfrtp_1" \
    die_h_um 81.5 \
    gp_congestion 0.943 \
    top_logic_kind "AND-OR/OR-AND gates" \
    clkLatencyLatePin_ns 0.26 \
    grt_pass1_vias 1610 \
    min_period_ns 2.55 \
    synthCells 233 \
    mux_area_share_pct 7.19 \
    first_iter_violations 172 \
    p_int_mw 1.25 \
    peakVddDrop_v 0.000413 \
    cts_inserted_buffers 3 \
    yosys.area_share.xor_xnor_pct 2.77 \
    worstMarginPinSlew_ns 0.701 \
    coreArea_um2 6030 \
    first_pass_iters 5 \
    min_from "pwrite" \
    postCtsHoldBufs 0 \
    simple_gate_share_pct 23.8 \
    cts_tree "built" \
    crit_type "flop to flop" \
    diodes 0 \
    dieArea_um2 6650 \
    dp.cells 316 \
    hold_violations 0 \
    overflow 0 \
    area_delta_synth_final_pct 14.2 \
]
placed cells by master (no fill, tap or decap), drive strengths merged, types with 3 or more instances in the layout:
cell type,count
a211oi,3
a21o,3
a21oi,10
a22oi,5
a31oi,4
buf,9
clkbuf,4
clkdlybuf4s50,21
conb,8
dfrtp,18
inv,5
mux2,9
nand2,18
nand2b,7
nand3,3
nand3b,4
nand4,3
nor2,19
nor2b,6
nor3,9
o211ai,4
o21ai,20
o22ai,3
o31ai,6
xnor2,3
xor2,3
flip-flops by register name, summed over array words and instances (netlist names):
signal   cells
psel         1
penable      1
pwdata       7
paddr        2
pwrite       1
state        6
area by class of cell:
cell class              count  area, um^2
repair buffers             30         278
inverters                   5        18.8
multi-input cells         188        1270
well taps                  75        93.8
clock buffers               4        55.1
fillers                   641        3860
flip-flops and latches     18         450
routing by layer:
metal  track usage [%]  part of all wire (%)  up-vias
li1                  -                     -      881
met1              27.0                    47      860
met2              22.3                    44       97
met3              1.80                   7.5       10
met4              3.57                   1.5        0
met5                 0                     0        -
power groups by stage:
stage	sequential (mW)	clock, mW	combinational (mW)
CTS	0.423	0.202	1.82
global route	0.436	0.208	2.02
finish	0.423	0.198	1.84
per-stage QoR:
| stage | hold slack (ns) | util, % | area, um^2 |
|---|---|---|---|
| 2_1_floorplan | 0.324 | - | 1920 |
| 3_3_place_gp | 0.466 | 35.1 | 2110 |
| 3_5_place_dp | 0.469 | 35.1 | 2110 |
| 4_1_cts | 0.486 | 36.0 | 2170 |
| 5_1_grt | 0.509 | 36.0 | 2170 |
| 6_report | 0.480 | 36.0 | 2170 |
synth_stat cells, drive strengths merged (6+ instances only):
cell type	instances
buf	25
nand2b	7
o31ai	6
o21ai	20
nor2	19
dfrtp	18
nor3	9
nor2b	6
nand2	18
mux2	9
a21oi	10
how the worst max path moves through the flow:
stage | startpoint | endpoint | slack, ns | cells past startpoint
final | state[1] | pwdata[3] | 0.55 | 6
after CTS | state[1] | pwdata[3] | 0.58 | 6
after global routing | state[1] | pwdata[3] | 0.40 | 6
cell families (layout without fill, tap and decap cells):
kind of cell / Yosys count / after routing
other cells: 1 / 8
xor+xnor: 6 / 6
flops: 18 / 18
compound gates: 80 / 80
buf+inv: 34 / 39
mux: 11 / 11
simple gates: 83 / 83
worst max-delay path, cell delays in order, from the launching register on:
cell	delay, ns
dfrtp_1	0.64
or2b_1	0.35
nor3_2	0.23
a31oi_1	0.11
o31ai_4	0.62
nor2_2	0.15
mux2_1	0.34
Power figures rest on the tool's default switching activity, not on a simulated workload.
